`config.mk`:
```
export PLATFORM = sky130hd
export DESIGN_NAME = addmachine
export DESIGN_NICKNAME = addmachine
export VERILOG_FILES = /design/flow/design.v
export SDC_FILE = /design/flow/constraint.sdc
export NUM_CORES = 4
export LEC_CHECK = 1
export CORE_UTILIZATION = 40
export SYNTH_HDL_FRONTEND = slang
```
`constraint.sdc`:
```
current_design addmachine

set clk_period 10.0
set clk_io_pct 0.2

create_clock -name clk0 -period $clk_period [get_ports {clock}]

set non_clock_inputs [all_inputs -no_clocks]
set_input_delay [expr $clk_period * $clk_io_pct] -clock clk0 $non_clock_inputs
set_output_delay [expr $clk_period * $clk_io_pct] -clock clk0 [all_outputs]
```
`design.v`:
```
module addmachine
    ( input wire clock
    , input wire reset
    , output wire[7:0] res
    );
wire[4:0] pc_o;
wire pc_rmem_o;
wire[4:0] pc_reg_o;
wire pc_reg_rmem_o;
wire[7:0] id_val1_o;
wire[7:0] id_val2_o;
wire id_wmem_o;
wire[4:0] id_wmemaddr_o;
wire id_wresreg_o;
wire id_wpc_o;
wire[4:0] id_pc_o;
wire id_rmem_o;
wire[4:0] id_rmemaddr_o;
wire[7:0] ram_rdata1_o;
wire[7:0] ram_rdata2_o;
wire[7:0] resreg_o;
wire[7:0] alu_o;
pc pc0 (
    .clock(clock),
    .reset(reset),
    .load(id_wpc_o),
    .pc_i(id_pc_o),
    .rmem(pc_rmem_o),
    .pc(pc_o)
);
pc_reg pc_reg0 (
    .clock(clock),
    .reset(reset),
    .pc_i(pc_o),
    .rmem_i(pc_rmem_o),
    .pc_o(pc_reg_o),
    .rmem_o(pc_reg_rmem_o)
);
ram ram0 (
    .clock(clock),
    .re1(pc_reg_rmem_o),
    .raddr1(pc_reg_o),
    .re2(id_rmem_o),
    .raddr2(id_rmemaddr_o),
    .we(id_wmem_o),
    .waddr(id_wmemaddr_o),
    .wdata(resreg_o),
    .rdata1(ram_rdata1_o),
    .rdata2(ram_rdata2_o)
);
id id0 (
    .reset(reset),
    .pc(pc_reg_o),
    .inst(ram_rdata1_o),
    .resreg(resreg_o),
    .val_i(ram_rdata2_o),
    .val1(id_val1_o),
    .val2(id_val2_o),
    .wmem(id_wmem_o),
    .wmemaddr(id_wmemaddr_o),
    .wresreg(id_wresreg_o),
    .wpc(id_wpc_o),
    .pc_o(id_pc_o),
    .rmem(id_rmem_o),
    .rmemaddr(id_rmemaddr_o)
);
reg8 resreg (
    .clock(clock),
    .reset(reset),
    .load(id_wresreg_o),
    .data(alu_o),
    .y(resreg_o)
);
alu alu0 (
    .a(id_val1_o),
    .b(id_val2_o),
    .y(alu_o)
);
assign res = resreg_o;
endmodule
module alu
    ( input wire[7:0] a
    , input wire[7:0] b
    , output wire[7:0] y
    );
assign y = a + b;
endmodule
module id
    ( input wire reset
    , input wire[4:0] pc
    , input wire[7:0] inst
    , input wire[7:0] resreg
    , input wire[7:0] val_i
    , output reg[7:0] val1
    , output reg[7:0] val2
    , output reg wmem
    , output reg[4:0] wmemaddr
    , output reg wresreg
    , output reg wpc
    , output reg[4:0] pc_o
    , output reg rmem
    , output reg[4:0] rmemaddr
    );
always @(*) begin
    if (reset == 1) begin
        val1 <= 0;
        val2 <= 0;
        wmem <= 0;
        wmemaddr <= 0;
        wresreg <= 0;
        wpc <= 0;
        pc_o <= 0;
        rmem <= 0;
        rmemaddr <= 0;
    end else if (inst[7] == 0) begin
        case (inst[6:4])
            3'b001: begin  
                val1 <= 0;
                val2 <= {4'b0000, inst[3:0]};
                wmem <= 0;
                wmemaddr <= 0;
                wresreg <= 1;
                wpc <= 0;
                pc_o <= 0;
                rmem <= 0;
                rmemaddr <= 0;
            end
            3'b010: begin  
                val1 <= resreg;
                val2 <= {4'b0000, inst[3:0]};
                wmem <= 0;
                wmemaddr <= 0;
                wresreg <= 1;
                wpc <= 0;
                pc_o <= 0;
                rmem <= 0;
                rmemaddr <= 0;   
            end
            default: begin  
                val1 <= 0;
                val2 <= 0;
                wmem <= 0;
                wmemaddr <= 0;
                wresreg <= 0;
                wpc <= 0;
                pc_o <= 0;
                rmem <= 0;
                rmemaddr <= 0;    
            end
        endcase
    end else begin
        case (inst[6:5])
            2'b00: begin  
                val1 <= resreg;
                val2 <= val_i;
                wmem <= 0;
                wmemaddr <= 0;
                wresreg <= 1;
                wpc <= 0;
                pc_o <= 0;
                rmem <= 1;
                rmemaddr <= inst[4:0];
            end
            2'b01: begin
                val1 <= 0;
                val2 <= val_i;
                wmem <= 0;
                wmemaddr <= 0;
                wresreg <= 1;
                wpc <= 0;
                pc_o <= 0;
                rmem <= 1;
                rmemaddr <= inst[4:0]; 
            end
            2'b10: begin
                val1 <= 0;
                val2 <= resreg;
                wmem <= 1;
                wmemaddr <= inst[4:0];
                wresreg <= 0;
                wpc <= 0;
                pc_o <= 0;
                rmem <= 0;
                rmemaddr <= 0; 
            end
            2'b11: begin
                val1 <= 0;
                val2 <= 0;
                wmem <= 0;
                wmemaddr <= 0;
                wresreg <= 0;
                wpc <= 1;
                pc_o <= inst[4:0];
                rmem <= 0;
                rmemaddr <= 0; 
            end
            default: begin
                val1 <= 0;
                val2 <= 0;
                wmem <= 0;
                wmemaddr <= 0;
                wresreg <= 0;
                wpc <= 0;
                pc_o <= 0;
                rmem <= 0;
                rmemaddr <= 0;  
            end
        endcase
    end
end
endmodule
module pc
    ( input wire clock
    , input wire reset
    , input wire load
    , input wire[4:0] pc_i
    , output wire rmem
    , output wire[4:0] pc
    );
reg[7:0] q = 0;
assign rmem = !reset;
assign pc = q;
always @(reset) begin
    if (reset == 1) begin
        q <= 0;
    end
end
always @(posedge clock) begin
    if (reset == 1) begin
        q <= 0;
    end else if (load == 1) begin
        q <= pc_i;
    end else begin
        q <= q + 1;
    end
end
endmodule
module pc_reg
    ( input wire clock
    , input wire reset
    , input wire[4:0] pc_i
    , input wire rmem_i
    , output wire[4:0] pc_o
    , output wire rmem_o
    );
reg[4:0] pc_q = 0;
reg rmem_q = 0;
assign pc_o = reset == 1 ? 0 : pc_q;
assign rmem_o = reset == 1 ? 0 : rmem_q;
always @(posedge clock) begin
    if (reset == 1) begin
        pc_q <= 0;
        rmem_q <= 0;
    end else begin
        pc_q <= pc_i;
        rmem_q <= rmem_i;
    end
end
endmodule
module ram
    ( input wire clock
    , input wire re1
    , input wire[4:0] raddr1
    , input wire re2
    , input wire[4:0] raddr2
    , input wire we
    , input wire[4:0] waddr
    , input wire[7:0] wdata
    , output wire[7:0] rdata1
    , output wire[7:0] rdata2
    );
reg[7:0] data[0:31];
initial $readmemb("../data/ram.txt", data);
assign rdata1 = re1 == 0 ? 0 : data[raddr1];
assign rdata2 = re2 == 0 ? 0 : data[raddr2];
always @(posedge clock) begin
    if (we == 1) begin
        data[waddr] = wdata;
    end
end
endmodule
module reg8 
    ( input wire clock
    , input wire reset
    , input wire load
    , input wire[7:0] data
    , output wire[7:0] y
    );
reg[7:0] value = 0;
assign y = reset == 1 ? 0 : value;
always @(posedge clock) begin
    if (reset == 1) begin
        value <= 0;
    end else if (load == 1) begin
        value <= data;
    end
end
endmodule
```
`run.sh`:
```
#!/bin/bash
# OpenROAD 26Q1-2900-gdf79404cd8, Yosys 0.63+post, stock flow scripts
make -C /OpenROAD-flow-scripts/flow DESIGN_CONFIG=/design/flow/config.mk WORK_HOME=/design/flow/orfs finish
```
==> metrics.log <==
[flow] final metrics
[metrics] number of buffers inserted during clock tree synthesis: 28
[metrics] Main synth FF type: sky130_fd_sc_hd__edfxtp_1
[metrics] number of buffers added for setup after CTS: 0
[metrics] post-layout worst setup margin: 3.02 ns
[metrics] category of the critical setup timing path: primary input to flip-flop
[metrics] first-pass GRT wire length: 42500 um
[metrics] arrival time at the worst endpoint: 7.42 ns
[metrics] Filler Cells Inserted: 2335
[metrics] # clock sinks: 265
[metrics] average instance area after synthesis: 13.7 um^2
[metrics] cell with the most instances after synthesis: sky130_fd_sc_hd__edfxtp_1
[metrics] clock tree from TritonCTS: built
[metrics] drc violations: 0
[metrics] Total Negative Setup Slacks: 0 ns
[metrics] total of warnings raised by yosys: 13
[metrics] I/O Buffers: 9
[metrics] pre-CTS setup slack: 2.58 ns
[metrics] clock tree root driver cell: sky130_fd_sc_hd__clkbuf_16
[metrics] post-detailed-placement cell area: 11700 um^2
[metrics] Post-Syn Area: 11100 um^2
[metrics] post-route minimum period: 6.98 ns
[metrics] final antenna diode count: 0
[metrics] Setup violations, final: 0
[metrics] count of instantiated cells in the yosys netlist: 811
[metrics] Synth area leaders: sky130_fd_sc_hd__edfxtp_1 69%, sky130_fd_sc_hd__nand2_1 4.0%, sky130_fd_sc_hd__nand3_1 2.3%, sky130_fd_sc_hd__mux2i_1 2.0%, sky130_fd_sc_hd__mux4_2 1.8%
[metrics] areal power density over the cells: 173 nW/um^2
[metrics] leakage component of the power: 3.65 nW
[metrics] number of placement rows: 60
[metrics] insertion delay to the later sink of the worst-skew pair: 0.54 ns
[metrics] Dominant cell area share: 69.1%
[metrics] Post-synth top cells: 256 x sky130_fd_sc_hd__edfxtp_1, 118 x sky130_fd_sc_hd__nand2_1, 51 x sky130_fd_sc_hd__nand3_1
[metrics] number of violations of the max-capacitance limit: 0
[metrics] maximum resistive drop on vdd: 84.4 uV
[metrics] number of cells produced by synthesis: 811
[metrics] Seq share, synth: 70.7%
[metrics] core region area: 27100 um^2
[metrics] Overall Power: 2.16 mW
[metrics] starting utilization of the core area: 41.0%
[metrics] CTS max path bufs: 3
[metrics] CP Max Fanout: 44
[metrics] ratio of cells with drive above 1 in the final layout: 11.3%
[metrics] async set-reset flop share out of synthesis: 0%
[metrics] number of search-and-repair iterations in the first detailed-routing pass: 5
[metrics] clock-pin slew on the worst setup and hold paths: 0.06 ns
[metrics] Die Outline Area: 28500 um^2
[metrics] count of tool warnings: 25
[metrics] f_max: 143 MHz
[metrics] Final Instance Area: 12500 um^2
[metrics] via count of the first global-routing pass: 6929
[metrics] worst min path class: flip-flop to flip-flop
[metrics] setup repair after global routing missed its margin: false
[metrics] hold buffer count at cts: 0
[metrics] post-route clock period utilization: 69.8%
[metrics] count of state elements after synthesis: 265
[metrics] actual transition at the worst max-transition pin: 0.895 ns
[metrics] final antenna-violating net count: 0
[metrics] Post-synth EDFFs: 256
[metrics] kind of end point of the critical path: flip-flop
[metrics] Die X: 169 um
[metrics] wire length per cell after detailed routing: 22.5 um
[metrics] Yosys Chip Area: 11100 um^2
[metrics] total wirelength of the detailed-routed design: 27400 um
[metrics] Final Hold Vio Count: 0
[metrics] Setup Skew: 0.0166 ns
[metrics] Final Max Tran Viols: 0
[metrics] maximum number of pins on one net before global-route repair: 53
[metrics] Detailed Place HPWL: 16000 um
[metrics] category of the worst setup path launch point: primary input
[metrics] status: complete, no violations
[metrics] GRT Resource Usage Total: 21.7%
[metrics] required time at the worst-slack endpoint: 10.44 ns
[metrics] worst slew margin relative to its limit: 40.1%
[metrics] count of instances resized after the clock tree is built: 0
[metrics] Die Y-Extent: 169 um
[metrics] GPL Wtd Cong: 0.889
[metrics] global-route congestion overflow total: 0
[metrics] CTS HTree Levels: 1
[metrics] cell accounting for the most synthesized area: sky130_fd_sc_hd__edfxtp_1
[metrics] number of vias after detailed routing: 6863
[metrics] number of distinct library cells after synthesis: 60
[metrics] number of DRC violations after detailed-routing iteration 0: 668
[metrics] Synth-to-Final Area Change: 12.6%
[metrics] number of primary I/O pins: 10
[metrics] average via count per standard cell: 5.63
[metrics] antenna violations before repair: 0
==> power by group <==
part	switching [mW]	total, mW	internal (mW)
Combinational	0.00306	0.00487	0.00180
Sequential	0.000239	1.20	1.20
Clock	0.409	0.961	0.552
==> worst max-delay path, stage by stage <==
cell                              delay, ns
sky130_fd_sc_hd__clkdlybuf4s50_1       0.67
sky130_fd_sc_hd__nand4bb_1             0.75
sky130_fd_sc_hd__nor2_8                0.64
sky130_fd_sc_hd__buf_4                 0.54
sky130_fd_sc_hd__mux4_2                0.39
sky130_fd_sc_hd__a211oi_1              0.41
sky130_fd_sc_hd__a31oi_1               0.10
sky130_fd_sc_hd__o22ai_1               0.23
sky130_fd_sc_hd__nor4_1                0.08
sky130_fd_sc_hd__ha_1                  0.32
sky130_fd_sc_hd__inv_1                 0.08
sky130_fd_sc_hd__o21ai_0               0.09
sky130_fd_sc_hd__a21oi_1               0.21
sky130_fd_sc_hd__o21bai_1              0.09
sky130_fd_sc_hd__a21oi_1               0.18
sky130_fd_sc_hd__xor2_1                0.24
sky130_fd_sc_hd__nor2_1                0.06
sky130_fd_sc_hd__a221oi_1              0.28
==> layout by cell type, fill, tap and decap left out, types with 4 or more instances in the layout <==
master	synthesis	routed
sky130_fd_sc_hd__clkinv_1	2	8
sky130_fd_sc_hd__ha_1	7	7
sky130_fd_sc_hd__nor2b_1	13	8
sky130_fd_sc_hd__clkdlybuf4s50_1	0	9
sky130_fd_sc_hd__and3_1	12	12
sky130_fd_sc_hd__o21ai_0	25	25
sky130_fd_sc_hd__mux4_2	9	9
sky130_fd_sc_hd__edfxtp_1	256	256
sky130_fd_sc_hd__a22oi_1	5	5
sky130_fd_sc_hd__nor3_1	16	16
sky130_fd_sc_hd__clkbuf_1	29	4
sky130_fd_sc_hd__mux2_2	4	4
sky130_fd_sc_hd__a221oi_1	20	20
sky130_fd_sc_hd__nor2b_2	0	5
sky130_fd_sc_hd__a211oi_1	18	18
sky130_fd_sc_hd__clkbuf_16	0	29
sky130_fd_sc_hd__nor2_1	49	49
sky130_fd_sc_hd__o211ai_1	8	8
sky130_fd_sc_hd__o22ai_1	7	7
sky130_fd_sc_hd__a311oi_1	7	7
sky130_fd_sc_hd__buf_4	3	25
sky130_fd_sc_hd__nand2_1	118	117
sky130_fd_sc_hd__clkinv_2	0	10
sky130_fd_sc_hd__nand2b_1	5	5
sky130_fd_sc_hd__nand3_1	51	51
sky130_fd_sc_hd__dfxtp_1	9	9
sky130_fd_sc_hd__inv_1	10	10
sky130_fd_sc_hd__a21oi_1	24	24
sky130_fd_sc_hd__a31oi_1	12	12
sky130_fd_sc_hd__mux2i_1	22	22
sky130_fd_sc_hd__xor2_1	4	4
==> registers in the layout, indices dropped and copies added, names as in the netlist <==
name	count
resreg.value	8
ram0.data	256
pc_reg0.rmem_q	1
==> cell type report <==
type,instances,area [um^2],area share [%]
clock buffers,33,741,5.91
clock inverters,19,118,0.939
inverters,12,45.0,0.360
multi-input cells,484,3010,24.1
flip-flops and latches,265,7870,62.8
well taps,372,465,3.72
repair buffers,34,278,2.22
==> through the flow <==
| stage | hold WS (ns) | utilization, % | cells |
|---|---|---|---|
| 2_1_floorplan | 0.482 | - | 811 |
| 3_3_place_gp | 0.568 | 43.1 | 1167 |
| 3_5_place_dp | 0.578 | 43.1 | 1167 |
| 4_1_cts | 0.586 | 46.2 | 1219 |
| 5_1_grt | 0.616 | 46.2 | 1219 |
| 6_report | 0.587 | 46.2 | 1219 |
==> path summary, 6_finish.rpt <==
kind,from,endpoint,slack [ns],cells past startpoint
max,reset,resreg.value[7]$_SDFFE_PP0P_,3.02,18
min,resreg.value[3]$_SDFFE_PP0P_,resreg.value[3]$_SDFFE_PP0P_,0.59,2
max reg2reg,ram0.data[255]$_DFFE_PP_,resreg.value[7]$_SDFFE_PP0P_,4.62,17
min reg2reg,resreg.value[3]$_SDFFE_PP0P_,resreg.value[3]$_SDFFE_PP0P_,0.59,2
==> layer usage <==
layer / GRT usage [%] / vias up / wire length, um
met1: 33.5 / 3336 / 11300
met4: 3.16 / 4 / 446
met5: 2.26 / - / 84
met2: 31.5 / 344 / 12500
li1: - / 3143 / -
met3: 9.71 / 36 / 3060
==> kinds of logic (layout without fill, tap and decap cells) <==
family          count (synthesis)  in the layout  share of synthesized area, %
xor+xnor                        7              7                         0.551
simple gates                  286            286                          11.9
mux                            35             35                          4.21
compound gates                148            148                          9.16
buf+inv                        62             98                          2.44
flops                         265            265                          70.7
fa+ha+maj                       8              8                         0.967
Power and IR drop assume default switching activity.
